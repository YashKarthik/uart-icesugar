## ./run.sh

```bash
#!/bin/bash
# OpenROAD 26Q1-2900-gdf79404cd8, Yosys 0.63+post, stock flow scripts
make -C /OpenROAD-flow-scripts/flow DESIGN_CONFIG=/design/flow/config.mk WORK_HOME=/design/flow/orfs finish
```

## ./config.mk

```make
export PLATFORM = sky130hd
export DESIGN_NAME = top
export DESIGN_NICKNAME = top
export VERILOG_FILES = /design/flow/design.v
export SDC_FILE = /design/flow/constraint.sdc
export NUM_CORES = 4
export LEC_CHECK = 1
export CORE_UTILIZATION = 40
```

## ./constraint.sdc

```tcl
current_design top

set clk_period 2.1
set clk_io_pct 0.2

create_clock -name clk0 -period $clk_period [get_ports {clk}]

set non_clock_inputs [all_inputs -no_clocks]
set_input_delay [expr $clk_period * $clk_io_pct] -clock clk0 $non_clock_inputs
set_output_delay [expr $clk_period * $clk_io_pct] -clock clk0 [all_outputs]
```

## ./design.v

```verilog
`default_nettype none
module clock #(
    parameter N = 13'd624
) (
    input wire i_clk,
    input wire i_rst,
    output reg o_clk
);
    reg [13:0] counter;
    always @ (posedge i_clk, posedge i_rst) begin
        if (i_rst) begin
            counter <= 0;
            o_clk <= 0;
        end else if (counter == N) begin
            counter <= 0;
            o_clk <= ~o_clk;
        end else begin
            counter <= counter + 1;
        end
    end
endmodule
`default_nettype none
module receiver(
    i_clk,
    i_rx,
    i_rst,
    o_data,
    ready
);
    input wire i_clk;
    input wire i_rx;
    input wire i_rst;
    output reg ready;
    output reg[7:0] o_data;
    reg continue_rx;
    reg prev;
    reg rx_steady_val;
    reg [1:0] steady;
    reg[7:0] s_data;
    reg[3:0] bit_counter;
    wire baud_clk;
    wire internal_clk;
    clock #(.N(78)) internal_clk_gen(
        .i_clk(i_clk),
        .i_rst(i_rst),
        .o_clk(internal_clk)
    );
    clock baud_gen(
        .i_clk(i_clk),
        .i_rst(i_rst),
        .o_clk(baud_clk)
    );
    always @ (posedge internal_clk) begin
        if (steady == 2'b11) begin
            rx_steady_val <= prev;
            steady <= 0;
        end else if (prev == i_rx) begin
            steady <= steady + 1;
        end else begin
            steady <= 0;
            prev <= i_rx;
        end
    end
    always @ (posedge baud_clk, posedge i_rst) begin
        if (i_rst) begin
            continue_rx <= 0;
            bit_counter <= 0;
            s_data <= 0;
            o_data <= 0;
            ready <= 0;
        end else if (continue_rx) begin
            if (bit_counter < 8) begin
                s_data <= {rx_steady_val, s_data[7:1]};
                bit_counter <= bit_counter + 1;
                ready <= 0;
            end else begin
                continue_rx <= 0;
                o_data <= s_data;
                ready <= 1;
            end
        end else if (~rx_steady_val) begin
            continue_rx <= 1;
            bit_counter <= 0;
            s_data <= 0;
            ready <= 0;
        end
    end
endmodule
`default_nettype none
module top(
    clk,
    TX,
    RX,
    SW,
    LED_R,
    LED_G,
    LED_B
);
    input wire clk;
    input wire RX;
    input wire[3:0] SW;
    output wire TX;
    output wire LED_R;
    output wire LED_G;
    output wire LED_B;
    parameter reg[7:0] ASCII_START = 8'd32;
    parameter reg[7:0] ASCII_END = 8'd126;
    reg[7:0] uart_tx_byte = ASCII_START;
    reg[7:0] next_byte = ASCII_START;
    wire[7:0] r_data;
    wire baud_clk;
    wire LED_R_inv;
    wire LED_B_inv;
    assign LED_R = ~LED_R_inv;
    assign LED_G = SW[1];
    assign LED_B = ~LED_B_inv;
    clock baud(
        .i_clk(clk),
        .i_rst(~SW[0]),
        .o_clk(baud_clk)
    );
    transmitter uart_tx(
        .i_clk(baud_clk),
        .i_tx_start(~SW[1]),
        .busy(LED_R_inv),
        .i_data(uart_tx_byte),
        .o_data(TX)
    );
    receiver uart_rx(
        .i_clk(clk),
        .i_rx(RX),
        .i_rst(~SW[0]),
        .o_data(r_data),
        .ready(LED_B_inv)
    );
    always @ (posedge LED_R_inv) begin
        uart_tx_byte <= next_byte;
    end
    always @ (posedge baud_clk) begin
        if (~SW[2]) begin
            next_byte <= r_data;
        end else begin
            if (uart_tx_byte == ASCII_END) begin
                next_byte <= ASCII_START;
            end else begin
                next_byte  <= uart_tx_byte + 1;
            end
        end
    end
endmodule
`default_nettype none
module transmitter(
    i_clk,
    i_tx_start,
    i_data,
    o_data,
    busy
);
    input wire i_clk;
    input wire i_tx_start;
    input wire[7:0] i_data;
    output reg busy;
    output reg o_data;
    reg continue_tx;
    reg[9:0] s_data;
    reg[3:0] bit_counter;
    always @ (posedge i_clk) begin
        if (continue_tx) begin
            o_data <= s_data[0];
            s_data <= s_data >> 1;
            busy <= 1;
            bit_counter <= bit_counter + 1;
            continue_tx <= (bit_counter < 9) ? 1'b1 : 1'b0;
        end else if (i_tx_start) begin
            continue_tx <= 1;
            bit_counter <= 0;
            s_data <= {1'b1, i_data, 1'b0};
            busy <= 0;
            o_data <= 1;
        end else begin
            o_data <= 1;
            busy <= 0;
        end
    end
endmodule
```

==> job_summary.md <==
## Implementation flow summary

| Metric | Value |
|---|---|
| Status | finished clean |
| Register pins left without a clock | 59 |
| Post-cts resize count | 0 |
| Gpl congestion | 0.811 |
| CTS buffer count | 5 |
| Peak Freq | 556 MHz |
| Wire per inst | 12.3 um |
| Clock root buffer | clkbuf_8 |
| # hold bufs at CTS | 0 |
| Critical Path, Cell by Cell | clkdlybuf4s50_1, clkdlybuf4s50_1 |
| Max VDD drop | 564 uV |
| Crit path max-delay family | buffers and inverters |
| Setup tns final | 0 ps |
| Port Buf Inserts | 8 |
| Tool warnings | 31 |
| Max Cap Viol | 0 |
| Worst setup SP type | input port |
| 1st-iter DRT viols | 112 |
| Final setup fails | 0 |
| Slew HR | 56.8% |
| Grt ovf | 0 |
| Initial Util | 41.0% |
| First-pass GRT wire length | 11700 um |
| Number of cells in Yosys stat | 387 |
| Endpoints left unconstrained | 77 |
| Flops after synth | 104 |
| Post-synthesis area per instance | 11.5 um2 |
| DR pass1 iterations | 4 |
| Hold Slack | 145 ps |
| CP most frequent cell | clkdlybuf4s50_1 |
| Num rows | 38 |
| Critical path depth in cells | 2 |
| Core Area | 10800 um2 |
| HP Class | input port to asynchronous set/reset pin |
| DP HPWL | 4580 um |
| Die H | 107 um |
| TritonCTS clock tree | yes |
| Commonest flop | dfrtp_1 |
| H-tree lvl count | 2 |
| P&R area growth vs syn | 8.19% |
| Final Critical Period | 1800 ps |
| Dominant logic cell type in the layout | dfrtp_1 |
| Number of global-route vias before repair | 2519 |
| Max Clock Skew | 5.56 ps |
| Crit Path Max Fanout | 3 |
| Initial antenna violation count | 0 |
| Post-CTS Setup Repair Bufs | 0 |
| Overall routed net length | 6610 um |
| EDFF count, synth | 15 |
| Total track usage | 12.8% |
| ANT nets after route | 0 |
| Netlist Area Pre-Place | 4450 um2 |
| Fill count | 1027 |
| Register area share after synthesis | 57.7% |
| Final Hold Vio Count | 0 |
| Latest clock arrival within the worst-skew pair | 290 ps |
| # IOs | 10 |
| Via density | 5.05 |
| DR vias | 2709 |
| Critical path's slowest cell | clkdlybuf4s50_1 |
| Critical path's largest stage delay | 500 ps |
| CP Class | input port to output port |
| Post-synthesis async set-or-reset flop share | 64.4% |
| Syn Inst Count | 387 |
| Yosys cell types | 43 |
| Clk slew on worst S/H paths | 80 ps |
| Worst Tran Pin Value | 647 ps |
| Top cells excl fill/tap | dfrtp_1 (67), nand2_1 (31), xor2_1 (29) |
| Worst EP arrival | 1380 ps |
| Pwr/cell area | 330 nW/um2 |
| Yosys chip area | 4450 um2 |
| Cycle use final | 85.6% |
| Pin count of the biggest net entering global routing | 28 |
| Die X | 107 um |
| FF-to-FF path depth | 5 |
| Ant. Diodes | 0 |
| CP endpoint kind | output port |
| Deepest clock path buffer count | 2 |
| Chip area | 11500 um2 |
| Synth warn | 5 |
| Worst EP required | 1680 ps |
| RSZ-0062 raised after global routing | no |
| Leak | 2.08 nW |
| Worst Path Buf+Inv | 2 |
| Final core utilization | 44.4% |
| DR DRC count | 0 |
| Layout cells sized above 1 | 9.85% |
| Fin. max-slew vios | 0 |
report_power, final:
part | switching, mW | total (mW) | internal [mW]
Sequential | 0 | 0.867 | 0.867
Clock | 0.279 | 0.666 | 0.388
Combinational | 0.0354 | 0.0518 | 0.0163
Total | 0.314 | 1.59 | 1.27
final cells by class:
cell class | instances | area (um2) | share of cell area, %
flip-flops and latches | 104 | 2570 | 53.4
multi-input cells | 253 | 1760 | 36.6
well taps | 140 | 175 | 3.64
repair buffers | 12 | 118 | 2.44
clock buffers | 7 | 86.3 | 1.79
inverters | 19 | 71.3 | 1.48
clock inverters | 1 | 30.0 | 0.624
per-stage QoR:
step                      area [um2]  instances  worst slack, ps  total power, mW
after floorplan                 4450        387              518            0.896
after global placement          4690        528              300            0.939
after detailed placement        4690        528              298            0.940
after CTS                       4810        536              297             1.61
after global routing            4810        536              208             1.65
final                           4810        536              302             1.59
worst paths after layout:
path	startpoint	to	slack [ps]
min	SW[0]	uart_rx.internal_clk_gen.counter[4]$_DFF_PN0_	150
max reg2reg	uart_rx.baud_gen.counter[0]$_DFF_PN0_	uart_rx.baud_gen.o_clk$_DFFE_PN0N_	310
max	SW[1]	LED_G	300
min in group clk0	baud.o_clk$_DFFE_PN0N_	baud.o_clk$_DFFE_PN0N_	470
max in group asynchronous	SW[0]	uart_rx.baud_gen.counter[13]$_DFF_PN0_	1420
min reg2reg	baud.o_clk$_DFFE_PN0N_	baud.o_clk$_DFFE_PN0N_	470
state kept, by name (all words and copies together) (netlist names), 8 cells and up:
signal	cells
next_byte	8
uart_tx.s_data	10
uart_rx.baud_gen.counter	14
uart_rx.s_data	8
uart_rx.internal_clk_gen.counter	14
baud.counter	14
uart_rx.o_data	8
uart_tx_byte	8
logic make-up after synthesis:
family	after synthesis	share of synthesized area (%)
flip-flops	104	57.7
multiplexers	24	6.08
AND-OR/OR-AND	45	6.25
adder cells (fa/ha/maj)	12	3.38
XOR/XNOR	39	7.68
buffers and inverters	30	2.62
AND/OR/NAND/NOR	133	16.3
per-layer routing:
metal  track usage, %  vias to the layer above  part of all wire, %
met5                0                        -                    0
met4            0.978                        0                 0.53
met3             1.23                        4                  1.5
met2             19.7                       18                   46
met1             21.6                     1317                   52
li1                 -                     1370                    -
cells in the mapped netlist (6+ instances only):
cell type | n | area share [%]
dfrtp_1 | 67 | 38
nand2_1 | 31 | 2.6
xor2_1 | 29 | 5.7
mux2_2 | 24 | 6.1
nand3_1 | 23 | 2.6
dfxtp_1 | 22 | 9.9
inv_1 | 19 | 1.6
nor2_1 | 17 | 1.4
o21ai_0 | 16 | 1.8
edfxtp_1 | 15 | 10
nor3_1 | 13 | 1.5
a21oi_1 | 12 | 1.4
ha_1 | 12 | 3.4
clkbuf_1 | 10 | 0.84
xnor2_1 | 10 | 2.0
nand4_1 | 8 | 1.1
nor4_1 | 7 | 0.98
nor2b_1 | 6 | 0.84
Power is estimated from default activity; no workload was simulated.
